--- flow/design.v ---
module alu(data_operandA, data_operandB, ctrl_ALUopcode,
			ctrl_shiftamt, data_result, isNotEqual, isLessThan, overflow
			);
	input [31:0] data_operandA, data_operandB;
	input [4:0] ctrl_ALUopcode, ctrl_shiftamt;
	output [31:0] data_result;	
	output isNotEqual, isLessThan, overflow;
	wire signed[31:0] inner_A, inner_B;
	reg signed[31:0] inner_result;
	reg inner_cout;
	assign inner_A = data_operandA;
	assign inner_B = data_operandB;
	assign data_result = inner_result;
	assign isNotEqual = inner_A != inner_B;
	assign isLessThan = inner_A < inner_B;
	assign overflow = inner_cout != inner_result[31];
	always @(ctrl_ALUopcode or inner_A or inner_B or ctrl_shiftamt)
		begin
			{inner_cout, inner_result} = inner_A + inner_B;
			case (ctrl_ALUopcode)
				0 : {inner_cout, inner_result} = inner_A + inner_B;   
				1 : {inner_cout, inner_result} = inner_A - inner_B;	 
				2 : inner_result = inner_A & inner_B;  			 
				3 : inner_result = inner_A | inner_B;  			 
				4 : inner_result = inner_A << ctrl_shiftamt;		 
				5 : inner_result = inner_A >>> ctrl_shiftamt;	 
				default:;
			endcase
		end
endmodule
module control(alu_op, overflow, r_type, addi, sw, lw, bne, blt, j, jal, bex, setx, jr, isNotEqual,
	ctrl_writeEnable_1, aluinb_sel, br_en, dmem_en, need_wb, j_mux_sel, wb_mux_sel, read_rstatus,
	rd_mux_sel, rstatus_mux_sel);
input r_type, addi, sw, lw, bne, blt, j, jal, bex, setx, jr, isNotEqual, overflow;
input [4:0] alu_op;
output ctrl_writeEnable_1, aluinb_sel, br_en, dmem_en, read_rstatus;
output [1:0] j_mux_sel, wb_mux_sel, rd_mux_sel, rstatus_mux_sel;
output need_wb;
wire need_imm, need_br, need_j;
assign need_wb = r_type | addi | lw | jal | setx;
assign ctrl_writeEnable_1 = (need_wb) ? 1'b1 : 1'b0;
assign need_imm = addi | lw | sw;
assign aluinb_sel = (need_imm) ? 1'b1 : 1'b0;
assign br_en = bne | blt;
assign dmem_en = sw;
assign need_j = j | jal | (bex&isNotEqual);
assign j_mux_sel[0] = (need_j) ? 1'b1 : 1'b0;  
assign j_mux_sel[1] = (jr) ? 1'b1 : 1'b0;   
assign wb_mux_sel[1] = r_type | addi | setx | overflow;
assign wb_mux_sel[0] = lw | setx | overflow;
assign read_rstatus = bex;
wire add, sub, add_sub, sub_setx ;
assign sub = (alu_op[4] & alu_op[3] & alu_op[2] & alu_op[1] & (~alu_op[0]));
assign add = (alu_op) ? 1'b0 : 1'b1;
assign rd_mux_sel[1] = (jal) ? 1'b1 : 1'b0;
assign rd_mux_sel[0] = setx;
assign add_sub = add | sub;
assign sub_setx = addi | setx;
assign rstatus_mux_sel[1] = sub_setx;
assign rstatus_mux_sel[0] = ~add_sub;
endmodule
module four_to_one_mux(sel, a, b, c, d, f);
input [1:0] sel;
input [31:0] a, b, c, d;
output [31:0] f;
wire [31:0] a_or_b, c_or_d;
assign a_or_b = (sel[0]) ? b : a;
assign c_or_d = (sel[0]) ? d : c;
assign f = (sel[1]) ? c_or_d : a_or_b;
endmodule
module four_to_one_mux_5_bit(sel, a, b, c, d, f);
input [1:0] sel;
input [4:0] a, b, c, d;
output [4:0] f;
wire [4:0] a_or_b, c_or_d;
assign a_or_b = (sel[0]) ? b : a;
assign c_or_d = (sel[0]) ? d : c;
assign f = (sel[1]) ? c_or_d : a_or_b;
endmodule
module pc(q, d, clk, en, clr);
   input  clk, en, clr;
	input [31:0] d;
   wire clr;
   output [31:0] q;
   reg [31:0] q;
   initial
   begin
       q = 32'b0;
   end
   always @(posedge clk or posedge clr) begin
       if (clr) begin
           q <= 32'b0;
       end else if (en) begin
           q <= d;
       end
   end
endmodule
module processor(
    clock,                           
    reset,                           
    address_imem,                    
    q_imem,                          
    address_dmem,                    
    data,                            
    wren,                            
    q_dmem,                          
    ctrl_writeEnable,                
    ctrl_writeReg,                   
    ctrl_readRegA,                   
    ctrl_readRegB,                   
    data_writeReg,                   
    data_readRegA,                   
    data_readRegB                    
);
    input clock, reset;
    output [11:0] address_imem;
    input [31:0] q_imem;
    output [11:0] address_dmem;
    output [31:0] data;
    output wren;
    input [31:0] q_dmem;
    output ctrl_writeEnable;
    output [4:0] ctrl_writeReg, ctrl_readRegA, ctrl_readRegB;
    output [31:0] data_writeReg;
    input [31:0] data_readRegA, data_readRegB;
	 wire [4:0] opcode, alu_op, shamt;
	 wire [16:0] imm;
	 wire [26:0] j_target;
	 wire [31:0] j_target_32;
	 assign opcode = q_imem[31:27];
	 assign alu_op = (addi | sw |lw) ? 5'b0 : q_imem[6:2];
	 assign shamt = q_imem[11:7];
	 assign imm = q_imem[16:0];
	 assign j_target = q_imem[26:0];
	 assign j_target_32 = (j_target[26]) ? ({{5{1'b1}}, j_target}) : ({{5{1'b0}}, j_target}); 
	 wire overflow, isNotEqual, isLessThan;
	 wire [31:0] pc_in, pc_plus1_out;
	 wire [31:0] pc_out;
	 assign address_imem = pc_out[11:0];
	 pc pc(.q(pc_out), .d(pc_in), .clk(clock), .clr(reset), .en(1'b1));
	 alu pc_alu(.data_operandA(pc_out), .data_operandB(32'b1), .ctrl_ALUopcode(5'b0),
			.ctrl_shiftamt(0), .data_result(pc_plus1_out), .isNotEqual(), 
			.isLessThan(), .overflow());
wire r_type, addi, sw, lw, j, jal, bex, setx, jr;
wire  bne, blt, br_mux_sel;
wire aluinb_sel, br_en, dmem_en, read_rstatus, need_wb;
wire [31:0] wb_data, rstatus_1, rstatus_2, rstatus_3, rstatus_mux_out;
wire [1:0] j_mux_sel, wb_mux_sel, rd_mux_sel, rstatus_mux_sel;
wire [4:0] rd_mux_out, rs, rt, rd, ra, rstatus;
wire [31:0] true_aluinb_out, aluinb_out, alu_out;
wire [31:0] br_alu_out, br_addr;
wire br_sel_en, ctrl_writeEnable_1;
wire [31:0] imm_sext;
what_opcode wo(.opcode(opcode), .r_type(r_type), .addi(addi), .sw(sw), .lw(lw), 
	.bne(bne), .blt(blt), .j(j), .jal(jal), .bex(bex), .setx(setx), .jr(jr));
control control(alu_op, overflow, r_type, addi, sw, lw, bne, blt, j, jal, bex, setx, jr, isNotEqual,
	ctrl_writeEnable, aluinb_sel, br_en, dmem_en, need_wb, j_mux_sel, wb_mux_sel, read_rstatus, 
	rd_mux_sel, rstatus_mux_sel);
assign ctrl_writeReg =  (jal) ? 5'd31: (overflow ? 5'd30 : rd);
assign rd = q_imem[26:22];
assign rs = (bex) ? rstatus : q_imem[21:17];
assign rt = q_imem[16:12];
assign ra = 5'd31;
assign rstatus = 5'd30;
assign ctrl_readRegA = (br_en | jr) ? rd : rs;
assign ctrl_readRegB = sw ? rd : (br_en ? rs : rt);
four_to_one_mux_5_bit rd_mux(.sel(rd_mux_sel), .a(rd), .b(rstatus), .c(ra), .d(), .f(rd_mux_out));
assign imm_sext = (imm[16]) ? ({{15{1'b1}},imm}):({{15{1'b0}},imm}); 
assign true_aluinb_out = (bex) ? 32'b0 : aluinb_out;  
two_to_one_mux aluinb(aluinb_sel, data_readRegB, imm_sext, aluinb_out);
alu alu( .data_operandA(data_readRegA), .data_operandB(true_aluinb_out), .ctrl_ALUopcode(alu_op),
			.ctrl_shiftamt(shamt), .data_result(alu_out), .isNotEqual(isNotEqual), 
			.isLessThan(isLessThan), .overflow(overflow));
alu br_alu(.data_operandA(pc_plus1_out), .data_operandB(imm_sext), .ctrl_ALUopcode(5'b0),
			  .ctrl_shiftamt(0), .data_result(br_alu_out), .isNotEqual(), 
			  .isLessThan(), .overflow());
assign br_sel_en = (bne & isNotEqual) | (blt & isLessThan);
assign br_mux_sel = br_en & br_sel_en;
two_to_one_mux br_mux(br_mux_sel, pc_plus1_out, br_alu_out, br_addr);
four_to_one_mux j_mux(.sel(j_mux_sel), .a(br_addr), .b(j_target_32), .c(data_readRegA), .d(), .f(pc_in));
assign address_dmem = alu_out[11:0];
assign data = data_readRegB; 
assign wren = dmem_en;  
assign rstatus_1 = 32'd1;
assign rstatus_2 = 32'd2;
assign rstatus_3 = 32'd3;
four_to_one_mux rstatus_mux(.sel(rstatus_mux_sel), .a(rstatus_1), .b(rstatus_2), .c(rstatus_3), .d(j_target_32),
							.f(rstatus_mux_out));
four_to_one_mux wb_mux(.sel(wb_mux_sel), .a(pc_plus1_out), .b(q_dmem), .c(alu_out), .d(rstatus_mux_out), 
							.f(data_writeReg));
endmodule
module two_to_one_mux(sel, a, b, f);
input sel;
input [31:0] a,b;
output [31:0] f;
assign f = (sel) ? b : a;
endmodule
module what_opcode(opcode, r_type, addi, sw, lw, bne, blt, j, jal, bex, setx, jr);
input [4:0] opcode;
output r_type;  
output addi, sw, lw, bne, blt;  
output j, jal, bex, setx;   
output jr;  
wire bit_0, bit_1, bit_2, bit_3, bit_4;
assign bit_0 = opcode[0];
assign bit_1 = opcode[1];
assign bit_2 = opcode[2];
assign bit_3 = opcode[3];
assign bit_4 = opcode[4];
assign r_type = ((bit_0 | bit_1 | bit_2 | bit_3 | bit_4) == 0) ? 1'b1 : 1'b0;
assign addi = (~bit_4 & ~bit_3 & bit_2 & ~bit_1 & bit_0); 
assign sw = (~bit_4 & ~bit_3 & bit_2 & bit_1 & bit_0);  
assign lw = (~bit_4 & bit_3 & ~bit_2 & ~bit_1 & ~bit_0);  
assign bne = (~bit_4 & ~bit_3 & ~bit_2 & bit_1 & ~bit_0);  
assign blt = (~bit_4 & ~bit_3 & bit_2 & bit_1 & ~bit_0);   
assign j = (~bit_4 & ~bit_3 & ~bit_2 & ~bit_1 & bit_0);  
assign jal = (~bit_4 & ~bit_3 & ~bit_2 & bit_1 & bit_0);  
assign bex = (bit_4 & ~bit_3 & bit_2 & bit_1 & ~bit_0);   
assign setx = (bit_4 & ~bit_3 & bit_2 & ~bit_1 & bit_0);  
assign jr = (~bit_4 & ~bit_3 & bit_2 & ~bit_1 & ~bit_0);   
endmodule
--- flow/run.sh ---
#!/bin/bash
# OpenROAD 26Q1-2900-gdf79404cd8, Yosys 0.63+post, stock flow scripts
make -C /OpenROAD-flow-scripts/flow DESIGN_CONFIG=/design/flow/config.mk WORK_HOME=/design/flow/orfs finish
--- flow/config.mk ---
export PLATFORM = sky130hd
export DESIGN_NAME = processor
export DESIGN_NICKNAME = processor
export VERILOG_FILES = /design/flow/design.v
export SDC_FILE = /design/flow/constraint.sdc
export NUM_CORES = 4
export LEC_CHECK = 1
export CORE_UTILIZATION = 30
--- flow/constraint.sdc ---
current_design processor

set clk_period 22.5
set clk_io_pct 0.2

create_clock -name clk0 -period $clk_period [get_ports {clock}]

set non_clock_inputs [all_inputs -no_clocks]
set_input_delay [expr $clk_period * $clk_io_pct] -clock clk0 $non_clock_inputs
set_output_delay [expr $clk_period * $clk_io_pct] -clock clk0 [all_outputs]
==> metrics.cfg <==
[run_status]
status = complete, no violations

[sta]
finalSetupViolations = 0
maxSlewViolCount = 0
fin_crit_ns = 15.88
rsz0062_at_grt = no
slew_headroom_pct = 29.8
fin_skew_ns = 0.00909
tns_ns = 0
fmax_mhz = 63.0
finalWorstSetupSlack_ns = 6.62
fin_crit_sh_pct = 70.6
tightest_slew_ns = 1.04
finalHoldViolCount = 0

[critical_path]
crit_path_start_kind = input pin
worstPathRequired_ns = 18.00
crit_fanout = 14
crit_arrival_ns = 11.38
crit_path_end_kind = output port
critPathKind = input pin to output port

[global_route]
grt_pass1_vias = 16800
globalRouteTotalUtil_pct = 33.0
globalRouteOverflowTotal = 0
grt_pass1_wl_um = 119000
antenna_found_initial = 3
grt_max_degree = 63

[die]
rows = 81
design.core.area_sq_mm = 0.0488
io_pins = 235
die_y_um = 224
die_w_um = 224
fp_util_pct = 30.4
die_area_sq_mm = 0.0504

[logic_synthesis]
async_reset_ff_share_pct = 100
yosys_cells = 2095
synth-warning-count = 36
ys_types = 104
netlist_instances = 2095
top_cells_by_area = ha_1 11%, mux4_2 8.0%, a21oi_1 6.1%
top_area_cell = ha_1
ys_chip_area_sq_mm = 0.0149
syn_area_per_cell_sq_um = 7.09
edf_count = 0
synth_area_sq_mm = 0.0149
numSynthFlops = 32
top_area_share_pct = 11.5
ys.flop_type = dfrtp_1
yosys.stat.seqShare_pct = 5.39

[placed_design]
io_buffer_count = 234
gp_congestion = 1.04
postPlaceCellArea_sq_mm = 0.0176
dp_hpwl_um = 65900
post-place-ws_ns = 6.75

[routing]
via_count = 18000
vias_per_cell = 6.23
wl_per_cell_um = 28.8
wirelength_um = 83200
ant_nets = 0
drc = 0
drt_first_iter_violations = 1738
drtPass1Iterations = 8

[job]
warnings = 97
maxCapViolations = 0

[clocking]
h-tree-depth = 2
cts_resized = 0
postCtsSetupBuffers = 0
cts_hold_buf = 0
clockBufferDepth = 2
cts_root_buffer = clkbuf_16
insertion_delay_ns = 0.29
cts_num_sinks = 32
cts_tree = yes
cts_buffers = 5
path_clk_slew_ns = 0.06

[layout]
largest_reg_flops = 32
drive_above_1_share_pct = 9.83
reg_top3 = pc.q x32
area_growth_syn_to_layout_pct = 19.6
lay_top_count = clkdlybuf4s50_1
nFillCells = 5105
lay_top_cells = 230 x clkdlybuf4s50_1, 216 x nand2_1, 206 x nor2_1
top_register = pc.q
final_core_util_pct = 36.4
fin_area_sq_mm = 0.0178

[power]
leakage_nw = 7.16
p_total_w = 0.00104
peakVddDrop_v = 0.0000285
pwr_density_cell_mw_per_mm2 = 58.4

[hold_path]
holdCritPathClass = flop to flop

worst max-delay path, cell delays in order:
cell and delay [ns]:
clkdlybuf4s50_1 0.59, or3b_1 0.47, nor2_1 0.10, a21oi_1 0.10, nor2_2 0.14, buf_4 0.33, mux2i_1 0.12, nor2_1 0.24
ha_1 0.25, inv_1 0.07, fa_1 0.41, nor2b_1 0.16, o21ai_0 0.42, a21oi_1 0.13, nor3_1 0.73, o21a_1 0.33
o2111ai_1 0.12, a21bo_2 0.29, xnor2_2 0.41, nand2_1 0.35, o31ai_1 0.53, clkdlybuf4s50_1 0.56
cells in the mapped netlist, types with 26 or more instances:
cell,count
nand2_1,216
o21ai_1,31
a211oi_1,40
nor2_1,207
buf_4,51
a21o_1,31
clkbuf_1,77
nor3_1,52
nand3_1,48
o211ai_1,26
buf_2,30
dfrtp_1,32
mux2i_1,64
o21ai_0,128
inv_1,124
o22ai_1,29
ha_1,136
a21oi_1,181
xnor2_1,52
mux4_2,53
layout make-up:
type	instances	area, sq um	share of cell area, %
Tap cell	664	831	4.68
Timing Repair Buffer	301	2830	15.9
Antenna cell	3	7.51	0.0423
Sequential cell	32	801	4.51
Inverter	130	488	2.75
Multi-Input combinational cell	1756	12600	71.1
Clock buffer	7	153	0.859
Clock inverter	1	30.0	0.169
cell families (layout without fill, tap and decap cells):
kind of cell	Yosys count	count (layout)	synth area share (%)
compound gates	720	720	33.1
simple gates	685	685	21.6
buf+inv	307	439	9.71
fa+ha+maj	139	139	11.9
mux	134	134	13.6
xor+xnor	78	78	4.70
flops	32	32	5.39
other cells	0	3	0
routing by layer:
metal  vias to the layer above  GRT usage [%]  routed length [um]
li1                       8031              -                   -
met1                      8765           46.1               35500
met2                      1061           48.9               35800
met3                       169           8.83                8210
met4                         4           12.1                3690
met5                         -          0.587                  92
through the flow:
stage	instances	hold slack, ns
after floorplan	2095	0.633
after global placement	2883	0.706
after detailed placement	2883	0.711
after CTS	2891	0.720
after global routing	2891	0.790
final	2894	0.720
report_power, final:
part	switching (W)	leakage (nW)	internal, W
Sequential	0.0000253	0.377	0.0000808
Clock	0.0000283	0.0901	0.0000584
Combinational	0.000479	6.69	0.000365
Total	0.000532	7.16	0.000504
path summary, 6_finish.rpt:
check                            from                 to  slack, ns  depth (start not counted)
max                        q_imem[27]  data_writeReg[19]       6.62                         22
max reg2reg                   pc.q[5]           pc.q[25]      17.93                         17
min in group asynchronous       reset            pc.q[3]       4.60                          3
min                          pc.q[14]           pc.q[14]       0.72                          3
min reg2reg                  pc.q[14]           pc.q[14]       0.72                          3
max in group asynchronous       reset           pc.q[29]      17.56                          3
No activity file was given, so power comes from the tool's default toggle rates.
